### flow/config.mk
export PLATFORM = sky130hd
export DESIGN_NAME = assignment_6
export DESIGN_NICKNAME = assignment_6
export VERILOG_FILES = /design/flow/design.v
export SDC_FILE = /design/flow/constraint.sdc
export NUM_CORES = 4
export LEC_CHECK = 1
export CORE_UTILIZATION = 30
### flow/design.v
module assignment_6#(
parameter word_size = 8)
(
input i_clk,
input i_cnt_enable_n,
input i_reset_n,
input i_ld_enable_n,
input [3:0] i_load,
output reg [3:0] o_counter1,
output reg [word_size-1:0] o_counter2,
output reg [word_size-1:0] o_counter3
	);
integer ii=0;
always@(negedge i_clk)  
begin
if(~i_reset_n) o_counter1 <= 4'd0;
else
if(~i_ld_enable_n) o_counter1 <= i_load;  
else										 
if(~i_cnt_enable_n) o_counter1 <= o_counter1 + 1;
else o_counter1 <= o_counter1;
end
always@(posedge i_clk)  
begin
if(~i_reset_n)
begin
o_counter2[word_size-1] = 1;
o_counter2[word_size-2:0] = 0;
end
else
if(~i_cnt_enable_n)
begin
for (ii=0; ii < word_size-1; ii=ii+1) o_counter2[ii] <= o_counter2[ii+1];  
o_counter2[word_size-1] <= o_counter2[0];  
end
else o_counter2 <= o_counter2;
end
reg [word_size-1:0] r_up_ring;
reg [word_size-1:0] r_down_ring;
reg r_ring_toggle;
reg r_reset_dv;  
always@(posedge i_clk)  
begin
if(~i_reset_n) 
begin
r_ring_toggle <= 1;
r_down_ring[word_size-1] <= 1;
r_down_ring[word_size-2:0] <= 0;
r_up_ring[0] <= 1;
r_up_ring[word_size-1:1] <= 0;
o_counter3[word_size-1] <= 1;
o_counter3[word_size-2:0] <= 0;
end
else
	if(~i_cnt_enable_n)
	begin
	r_ring_toggle <= ~r_ring_toggle;
	case(r_ring_toggle)
	0:begin
		o_counter3 <= r_down_ring;
	end
	1:begin
	o_counter3 <= r_up_ring;
	for (ii=0; ii < word_size-1; ii=ii+1) r_down_ring[ii] <= r_down_ring[ii+1];  
	r_down_ring[word_size-1] <= r_down_ring[0];  
	for (ii=0; ii < word_size-1; ii=ii+1) r_up_ring[ii+1] <= r_up_ring[ii]; 
	r_up_ring[0] <= r_up_ring[word_size-1]; 
	end
	endcase
	end
	else begin 
	r_ring_toggle <= r_ring_toggle;
	o_counter3 <= o_counter3;
	r_down_ring <= r_down_ring;
	r_up_ring <= r_up_ring;
	end
end
endmodule
### flow/run.sh
#!/bin/bash
# OpenROAD 26Q1-2900-gdf79404cd8, Yosys 0.63+post, stock flow scripts
make -C /OpenROAD-flow-scripts/flow DESIGN_CONFIG=/design/flow/config.mk WORK_HOME=/design/flow/orfs finish
### flow/constraint.sdc
current_design assignment_6

set clk_period 1.9
set clk_io_pct 0.2

create_clock -name clk0 -period $clk_period [get_ports {i_clk}]

set non_clock_inputs [all_inputs -no_clocks]
set_input_delay [expr $clk_period * $clk_io_pct] -clock clk0 $non_clock_inputs
set_output_delay [expr $clk_period * $clk_io_pct] -clock clk0 [all_outputs]
==> summary.txt <==
Status: complete, but fails checks
Failing checks: setup timing
PwrDens: 780.2 nW/µm²
Syn_area_per_cell: 9.498 µm²
Final instance area: 2027 µm²
R2r setup slk: 0.62 ns
Commonest flop: dfxtp_1
Share of post-route cells with drive strength above 1: 18.54%
Syn. warnings: 1
Setup crit start kind: flip-flop
Worst min path class: reg -> reg
Net switching power: 367.4 µW
Register area: 745.7 µm²
Floorplan utilization: 32.13%
Synth Instances: 164
DR WL/cell: 10.44 µm
Syn Std Cell Area: 1558 µm²
Ys async rst share: 0%
Buffers on Ports: 27
Top cells, area: dfxtp_1 (48%), mux2i_1 (12%), nand2_1 (10%)
H-tree Lvls: 2
Synthesis-stage register bit count: 37
Pleak: 0.0008399 µW
Area after DPL: 1941 µm²
Die area: 5485 µm²
First-pass GRT wire length: 4933 µm
Net switching fraction of the power: 23.24%
Largest net degree at the start of global routing: 27
Post-CTS setup buffer count: 0
Critical Path Sink Type: output pin
Hold Path Depth: 2
CP top delay family: flip-flops
Initial detailed-routing violation count: 25
Inserted Clock Buffers: 5
Worst-path clk slew: 0.07 ns
Synth unique cells: 26
Logic pwr share: 10.8%
Die W: 74.06 µm
CTS tree: built
Finished Layout Cells: 272
Crit path DAT: 1.69 ns
ANT nets after route: 0
Crit path DRT: 1.52 ns
Die y size: 74.06 µm
Core area: 4848 µm²
Critical Path Slowest Stage Cell: dfxtp_2
Yosys top cell area share: 47.55%
Gate Area: 729.5 µm²
Initial DRT Pass Iterations: 3
Max FO, Critical Path: 2
Max_cap viols: 0
Internal cell power: 1214 µW
ANT cells: 0
Clock power share: 36.9%
DRC errors left: 0
DR vias: 1147
RSZ-0062 raised after global routing: true
Root buffer cell: clkbuf_8
Reg power frac: 52.3%
Clock Latency Late Sink: 0.28 ns
Ports: 28
Cells after DPL: 261
Fillers: 478
Post-synth EDFFs: 0
Layout Area Growth over Synthesis: 30.12%
Initial antenna violation count: 0
Slew Limit Headroom: 74.94%
Post-synthesis sequential area ratio: 47.55%
Final core occ: 41.81%
Clk_skew: 0.005052 ns
Fin worst setup slack: -0.1740 ns
Yosys chip area: 1558 µm²
Commonest cells in the netlist: nand2_1 (42), dfxtp_1 (37), mux2i_1 (18)
Crit path depth: 1
WS Path Type: reg -> out
CP Cell Sequence: buf_2
Count leader, synth: nand2_1
Total GRT Usage: 11.63%
Clk sinks: 37
Detailed Route WL: 2840 µm
Yosys cell count: 164
Grt ovf: 0
Setup violations, final: 4
Slew Limit Fails: 0
Cell taking the most area after synthesis: dfxtp_1
CP Buf/Inv Count: 1
Final hold viol count: 0
Num rows: 25
CTS max path bufs: 2
Vias per std cell: 4.217
Routability cong.: 0.7569
Stage-log warning count: 32
Post-Place Worst Slack: -0.5410 ns
Worst slew pin tran: 0.3755 ns
VDD IR max: 0.2401 mV
Max incr delay on CP: 0.31 ns
Vias in the first global route: 1028
Reg2Reg Depth: 4
-- sequential cells by signal (all words and copies together) (netlist names) --
name and flops:
o_counter3 8, o_counter1 4, r_down_ring 8, r_up_ring 8
r_ring_toggle 1, o_counter2 8
-- area by class of cell --
cell class              count  share of cell area, %
clock buffers               8                  4.444
repair buffers             42                  17.90
flip-flops and latches     37                  36.79
clock inverters             4                 0.7407
well taps                  67                  4.136
multi-input cells         114                  35.99
-- through the flow --
step | power [µW] | hold WS [ns] | setup TNS [ns]
after floorplan | 961.2 | 0.4211 | -0.1516
after global placement | 1040 | 0.4614 | -3.887
after detailed placement | 1039 | 0.4630 | -3.723
after CTS | 1611 | 0.4793 | -0.7408
after global routing | 1672 | 0.4913 | -0.8256
final | 1581 | 0.4750 | -0.6890
-- placed cells by master (no fill, tap or decap), types with 2 or more instances in the layout --
cell type        count
nand3_1              2
xnor2_1              2
dfxtp_2              4
clkdlybuf4s50_1     20
nand2_1             42
buf_2                4
a21boi_2             7
clkbuf_8             6
nor2b_1             10
mux2i_1             18
dfxtp_1             33
buf_4               14
inv_1                4
a21oi_1              2
o21ai_0              9
and2_1               7
a21boi_0             6
clkbuf_1             2
-- per-layer routing --
metal / up-vias / wire length, µm / GRT usage [%]
met5: - / 0 / 0
met4: 0 / 59 / 1.923
met3: 5 / 95 / 2.747
met2: 15 / 1252 / 16.67
met1: 513 / 1433 / 18.38
li1: 614 / - / -
-- cells by family after synthesis --
family                   Yosys count  share of synthesized area, %
adder cells (fa/ha/maj)            1                        0.8031
AND/OR/NAND/NOR                   64                         19.12
multiplexers                      19                         12.29
flip-flops                        37                         47.55
buffers and inverters             13                         5.622
AND-OR/OR-AND                     27                         12.93
XOR/XNOR                           3                         1.687
-- worst reg2reg max path, stage by stage, from the launching register on --
cell and delay, ns:
dfxtp_1 0.55, buf_4 0.22, mux2i_1 0.18, o21ai_0 0.08, and2_1 0.16
-- power groups by stage --
stage         Clock (µW)  Combinational, µW  Sequential [µW]
CTS                  611                173              827
global route         650                192              831
finish               584                171              827
-- repair_timing --
action / in CTS / in global routing
resized: 18 / 4
setup endpoints to repair: 8 / 7
hold buffers: 0 / 0
pin swaps: 0 / 1
-- path summary, 6_finish.rpt --
check / from / end
worst max-delay path: o_counter1[3] / o_counter1[3]
worst min-delay path: r_up_ring[2] / r_up_ring[2]
worst max register to register: r_ring_toggle / o_counter3[1]
worst min register to register: r_up_ring[2] / r_up_ring[2]
No activity file was given, so power comes from the tool's default toggle rates.
