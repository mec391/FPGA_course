==> design/flow/config.mk <==
export PLATFORM = sky130hd
export DESIGN_NAME = uart_xmitter
export DESIGN_NICKNAME = uart_xmitter
export VERILOG_FILES = /design/flow/design.v
export SDC_FILE = /design/flow/constraint.sdc
export NUM_CORES = 4
export LEC_CHECK = 1
export CORE_UTILIZATION = 30
==> design/flow/constraint.sdc <==
current_design uart_xmitter

set clk_period 4.0
set clk_io_pct 0.2

create_clock -name clk0 -period $clk_period [get_ports {i_clk}]

set non_clock_inputs [all_inputs -no_clocks]
set_input_delay [expr $clk_period * $clk_io_pct] -clock clk0 $non_clock_inputs
set_output_delay [expr $clk_period * $clk_io_pct] -clock clk0 [all_outputs]
==> design/flow/design.v <==
module uart_xmitter(  
input  i_clk,	
input  i_rst_n, 		    
input  [7:0] i_data_in,    
output [7:0] o_data_in,   
input  i_data_DV, 	     
output o_tx, 		 
output reg o_wait,  
output [3:0] debug
	);
localparam IDLE = 0;
localparam TX_BEGIN = 1;
localparam TX_WAIT = 2;
assign o_data_in = i_data_in;
reg [3:0] SM;
assign debug = SM;
reg r_begin_tx;
wire w_uart_busy;
reg [23:0] r_debounce_cnt;
reg r_debounce_en;
reg [3:0] r_debounce_SM;
always@(posedge i_clk)  
begin
if(~i_rst_n)begin r_debounce_SM <= IDLE; r_debounce_en <= 1; end
else begin
case(r_debounce_SM)
IDLE:
if(~i_data_DV) begin r_debounce_SM <= TX_BEGIN; r_debounce_en <= 0; end
else begin r_debounce_SM <= r_debounce_SM; r_debounce_en <= 1; end
TX_BEGIN:
if(r_debounce_cnt == 24'd10000000) begin r_debounce_SM <= IDLE; r_debounce_en <= 1; r_debounce_cnt <= 0; end
else begin r_debounce_SM <= r_debounce_SM; r_debounce_en <= 0; r_debounce_cnt = r_debounce_cnt + 1; end
default: begin
r_debounce_SM <= IDLE; r_debounce_en <= 1; end
endcase
end
end
always@(posedge i_clk)  
begin
if(~i_rst_n) begin SM <= IDLE; r_begin_tx <= 0; o_wait <= 0; end
else
begin
r_begin_tx <= 0;
o_wait <= 0;
case (SM)
IDLE:  
begin
if((~i_data_DV) && (r_debounce_en)) begin r_begin_tx <= 1; SM <= TX_BEGIN; o_wait <= 1;end
else SM <= SM;
end
TX_BEGIN:  
begin
SM <= TX_WAIT; o_wait <= 1; 
end
TX_WAIT:  
begin
if(w_uart_busy) begin SM <= SM; o_wait <= 1; end
else SM <= IDLE; 
end
default:
begin
SM <= IDLE;
r_begin_tx <= 0;
o_wait <= 0;
end
endcase
end
end
uart_tx ut0(
.i_clk (i_clk),
.i_rst_n (i_rst_n),
.i_data_in (i_data_in),
.i_begin_tx (r_begin_tx),
.o_uart_busy (w_uart_busy),
.o_tx (o_tx)
	);
endmodule
module uart_tx(
input i_clk,
input i_rst_n,
input [7:0] i_data_in,
input i_begin_tx,
output reg o_uart_busy,
output reg o_tx
	);
wire w_clk_div;
reg [7:0] r_data;
reg [3:0] SM0;
reg [3:0] SM1;
reg r_begin_tx_cc;
reg [10:0] r_clk_cnt;
reg [7:0] r_data_cc;
localparam clk_div_cnt = 434;
localparam IDLE = 0;
localparam SEND = 1;
localparam WAIT = 2;
localparam STOP = 3;
always@(posedge i_clk)  
begin
if(~i_rst_n) begin r_data <= 0; r_begin_tx_cc <= 0; o_uart_busy <= 0; SM0 <= IDLE; r_clk_cnt <= 0; end
else begin
case(SM0)
IDLE:
begin
if(i_begin_tx) begin r_data <= i_data_in; r_begin_tx_cc <= 1; SM0 <= SEND; o_uart_busy <= 1; end  
else begin r_data <= 0; r_begin_tx_cc <= 0; SM0 <= SM0; o_uart_busy <= 0; end
end
SEND:  
begin
if (r_clk_cnt == clk_div_cnt) begin r_begin_tx_cc <= 0; SM0 <= WAIT; r_clk_cnt <= 0; end
else begin  r_begin_tx_cc <= 1; SM0 <= SM0; r_clk_cnt <= r_clk_cnt + 1; end
end
WAIT:  
begin
if (SM1 == SEND) begin SM0 <= SM0; o_uart_busy <= 1; end
else begin SM0 <= IDLE; o_uart_busy <= 0; end
end
default:
begin
r_data <= 0; r_begin_tx_cc <= 0; o_uart_busy <= 0; SM0 <= IDLE; r_clk_cnt <= 0;
end
endcase
end
end
integer ii = 0;
reg [3:0] r_cnt_down = 4'd8;
always@(posedge w_clk_div)  
begin
if(~i_rst_n) begin o_tx <= 1; SM1 <= IDLE; r_data_cc <= 0; r_cnt_down <= 8'd8; end
else begin
case(SM1)
IDLE:
if(r_begin_tx_cc) begin SM1 <= SEND; o_tx <= 0; r_data_cc <= r_data; end  
else SM1 <= SM1;
SEND: 
begin  
if(r_cnt_down > 0) begin o_tx <= r_data_cc[0]; for (ii = 0; ii < 7; ii=ii+1) r_data_cc[ii] <= r_data_cc[ii+1]; r_cnt_down = r_cnt_down - 1; SM1 <= SM1; end
else begin o_tx <= 1; r_cnt_down <= 4'd8; SM1 <= IDLE; end
end
default:
begin
o_tx <= 1;
SM1 <= IDLE;
r_data_cc <= 0;
r_cnt_down <= 8'd8;
end
endcase
end
end
clk_div cd0(
.i_clk (i_clk),
.i_rst_n (i_rst_n),
.o_clk_div (w_clk_div)
);
endmodule
module clk_div(
input i_clk,
input i_rst_n,
output reg o_clk_div
	);
parameter divisor = 217;  
reg [9:0] r_cnt;
always@(posedge i_clk)
begin
if(~i_rst_n) begin o_clk_div <= 0; r_cnt <= 0; end
else 
if(r_cnt == divisor) begin o_clk_div <= ~o_clk_div; r_cnt <= 0; end
else begin o_clk_div <= o_clk_div; r_cnt <= r_cnt + 1; end
end
endmodule
==> design/flow/run.sh <==
#!/bin/bash
# OpenROAD 26Q1-2900-gdf79404cd8, Yosys 0.63+post, stock flow scripts
make -C /OpenROAD-flow-scripts/flow DESIGN_CONFIG=/design/flow/config.mk WORK_HOME=/design/flow/orfs finish
==> results_dict.tcl <==
# flow metrics
set metrics [dict create \
    outcome "completed" \
    ys_ff 81 \
    drive_above_1_share_pct 5.45 \
    p_per_area_nw_per_um2 370 \
    first_pass_iters 4 \
    routed_wl_mm 6.67 \
    cp_cell_sequence "clkdlybuf4s50_1, clkdlybuf4s50_1" \
    min_to "r_begin_tx" \
    crit_family "buffers and inverters" \
    clkLatencyLatePin_ns 0.32 \
    antenna_found_initial 0 \
    cts_root_buffer "clkbuf_16" \
    fmax_mhz 392 \
    hold_class "flop to flop" \
    worst-path-max-fanout 2 \
    syn_area_um2 3760 \
    dp_cells 556 \
    path_clk_slew_ns 0.05 \
    die_y_um 114 \
    portBuffers 22 \
    antenna_left 0 \
    grt_pass1_vias 2513 \
    cts.path.max_buffers 2 \
    hpwl_mm 4.49 \
    end_kind "output port" \
    edf_count 24 \
    power.switching_uw 347 \
    maxSlewHeadroom_pct 41.3 \
    crit_type "primary input to output port" \
    drt_iter0_drc 108 \
    power.internal_uw 1270 \
    pin_count 25 \
    whs_ns 0.450 \
    setup_tns_ns 0 \
    critPathMostFrequentCell "clkdlybuf4s50_1" \
    grt_pass1_wl_mm 11.7 \
    untimed_endpoints 16 \
    seqPwrFrac_pct 45.9 \
    initial_utilization_pct 31.0 \
    ys_seq_share_pct 49.6 \
    rsz0062_at_grt "no" \
    wire_per_inst_um 11.7 \
    post_cts.repair.setup_buffers 0 \
    flop_cell "dfxtp_1" \
    openroad.warnings 29 \
    ir_drop_uv 258 \
    regToRegEndpoint "ut0.r_clk_cnt[1]" \
    cts_buffers 9 \
    p_leak_uw 0.00158 \
    ys_chip_area_um2 3760 \
    postCtsHoldBufs 0 \
    swShare_pct 21.5 \
    syn-instance-count 387 \
    cts_resized 0 \
    num_vias 2662 \
    place_congestion 0.807 \
    p_clk_share_pct 48.2 \
    rows 40 \
    clock_skew_ns 0.00760 \
    cpPeakStageDelay_ns 0.49 \
    design.core.area_um2 12100 \
    pwr-share-comb_pct 5.9 \
    placed_area_um2 4080 \
    chipArea_um2 13000 \
    maxCapViolations 0 \
    htreeDepth 3 \
    syn2layout_area_growth_pct 16.5 \
    min_from "r_debounce_en" \
    yosysUniqueCellTypes 50 \
    worst-path-buf-inv 2 \
    design_area_um2 4380 \
    post-route-period-util_pct 63.8 \
    ff2ff_path_depth 6 \
    crit_arrival_ns 1.75 \
    cp_data_required_time_ns 3.20 \
    die_w_um 114 \
    drc_errors 0 \
    r2r_slack_ns 1.69 \
    grt_use_total_pct 11.3 \
    post-route-min-period_ns 2.55 \
    unclocked_pins 15 \
    antenna_cells 0 \
    cts_tree "yes" \
    layout_setup_ws_ns 1.45 \
    setup_violations 0 \
    syn_area_per_cell_um2 9.71 \
    stdcell_count 572 \
    slew_violations 0 \
    timing_hold_violations_final 0 \
    yosysWarnings 3 \
    grt_overflow 0 \
    worstMarginPinSlew_ns 0.877 \
    dp_slack_ns 1.44 \
    ys_async_sr_fraction_pct 0 \
    min_path_cells 2 \
    start_kind "primary input" \
    r2r-start "ut0.r_clk_cnt[0]" \
    cp_slowest_cell "clkdlybuf4s50_1" \
    ys_cells 387 \
    grt_max_degree 36 \
    vias_per_cell 4.65 \
]
[routing by layer]
metal / part of all wire [%] / global-route usage, % / up-vias
li1: - / - / 1392
met1: 48 / 16.6 / 1237
met2: 46 / 17.4 / 29
met3: 4.5 / 3.57 / 4
met4: 0.84 / 1.39 / 0
met5: 0 / 0 / -
[Yosys cell counts (all sizes together) (2+ instances only)]
cell type,instances,area share (%)
nand2b,2,0.33
a31oi,3,0.50
clkbuf,11,1.1
a21boi,4,0.80
nor4bb,2,0.53
and3,5,0.83
xor2,12,2.8
inv,13,1.3
dfxtp,57,30
a211oi,2,0.40
and4,5,1.2
nor2b,14,2.3
buf,14,2.5
nor2,41,4.1
mux2i,2,0.53
edfxtp,24,19
o31ai,3,0.73
nand2,37,3.8
nand3,16,2.1
or3,3,0.53
a21oi,3,0.40
o211a,7,1.9
xnor2,25,5.8
nor4,8,1.3
ha,8,2.7
nor4b,2,0.47
or4,2,0.50
nand4,13,2.2
o21ai,7,0.93
nor3,6,0.80
a22oi,17,3.4
and2,6,1.0
[cells by family after synthesis]
group | share of synthesized area [%]
AND-OR/OR-AND | 10.6
buffers and inverters | 4.90
AND/OR/NAND/NOR | 23.0
flip-flops | 49.6
XOR/XNOR | 8.62
multiplexers | 0.533
other | 0.0998
adder cells (fa/ha/maj) | 2.66
[worst max path at each step]
stage | start | depth (start not counted) | slack, ns | end
after CTS | i_data_in[2] | 2 | 1.44 | o_data_in[2]
final | i_data_in[2] | 2 | 1.45 | o_data_in[2]
after global routing | i_data_in[2] | 2 | 1.42 | o_data_in[2]
[metrics by stage]
stage / power [uW] / util, %
3_3_place_gp: 850 / 33.7
3_5_place_dp: 852 / 33.7
6_report: 1620 / 36.1
5_1_grt: 1680 / 36.1
4_1_cts: 1640 / 36.1
2_1_floorplan: 817 / -
[sequential cells by signal, summed over array words and instances (netlist names)]
register / cells
ut0.r_begin_tx_cc: 1
ut0.r_data_cc: 8
r_debounce_en: 1
SM: 2
r_debounce_SM: 2
ut0.SM1: 2
ut0.SM0: 3
r_debounce_cnt: 24
o_wait: 1
r_begin_tx: 1
ut0.cd0.r_cnt: 10
ut0.r_clk_cnt: 11
ut0.cd0.o_clk_div: 1
ut0.o_tx: 1
ut0.o_uart_busy: 1
ut0.r_data: 8
ut0.r_cnt_down: 4
[worst min-delay path: stages (launching register included)]
cell,delay [ns]
dfxtp_1,0.29
nand2_1,0.06
nor4_1,0.04
[final cells by class]
type                            instances  area, um^2
Fill cell                            1208        7740
Multi-Input combinational cell        269        1720
Clock inverter                          4        50.0
Timing Repair Buffer                   25         243
Sequential cell                        81        1860
Clock buffer                           12         246
Inverter                               13        48.8
Tap cell                              168         210
[placed cells by master, fill, tap and decap left out, drive strengths merged, types with 6 or more instances in the layout]
cell type / n
ha: 8
and2: 6
xor2: 12
nor4: 8
inv: 14
nor3: 6
clkdlybuf4s50: 22
clkbuf: 12
dfxtp: 57
nand3: 16
o211a: 7
nor2b: 14
o21ai: 7
nand4: 13
xnor2: 25
nand2: 37
edfxtp: 24
nor2: 41
a22oi: 17
[power by group through the flow]
stage / Clock [uW] / Combinational, uW / Sequential (uW)
after CTS: 803 / 97.3 / 742
after global routing: 828 / 109 / 745
final: 780 / 95.9 / 742
No activity file was given, so power comes from the tool's default toggle rates.
